**design/flow/config.mk**
```make
export PLATFORM = sky130hd
export DESIGN_NAME = Moore_1011_NonOverlap
export DESIGN_NICKNAME = Moore_1011_NonOverlap
export VERILOG_FILES = /design/flow/design.v
export SDC_FILE = /design/flow/constraint.sdc
export NUM_CORES = 4
export LEC_CHECK = 1
export CORE_AREA = 10 10 70 70
export DIE_AREA = 0 0 80 80
```
**design/flow/run.sh**
```bash
#!/bin/bash
# OpenROAD 26Q1-2900-gdf79404cd8, Yosys 0.63+post, stock flow scripts
make -C /OpenROAD-flow-scripts/flow DESIGN_CONFIG=/design/flow/config.mk WORK_HOME=/design/flow/orfs finish
```
**design/flow/constraint.sdc**
```tcl
current_design Moore_1011_NonOverlap

set clk_period 1.0
set clk_io_pct 0.2

create_clock -name clk0 -period $clk_period [get_ports {clk}]

set non_clock_inputs [all_inputs -no_clocks]
set_input_delay [expr $clk_period * $clk_io_pct] -clock clk0 $non_clock_inputs
set_output_delay [expr $clk_period * $clk_io_pct] -clock clk0 [all_outputs]
```
**design/flow/design.v**
```verilog
`timescale 1ns / 1ps
module Moore_1011_NonOverlap(
    input clk,rst,x,
    output reg y);
    parameter A=3'b000,B=3'b001,C=3'b010,D=3'b011,E=3'b100;
    reg[2:0] state, next_state;
    always @(posedge clk or posedge rst)begin
        if (rst) state<=A;
        else state<=next_state;
    end
    always @(*)begin
        case (state) 
            A:begin 
            if(x) next_state=B;
            else next_state=A;
          end
          B:begin 
            if(x) next_state=B;
            else next_state=C;
          end
          C:begin 
            if(x) next_state=D;
            else next_state=A;
          end
          D:begin 
            if(x) next_state=E;
            else next_state=C;
          end
          E:begin 
            if(x) next_state=B;
            else next_state=A;
          end
         default: next_state=A;
       endcase
    end
    always@ (*) begin
        case(state)
            E: y=1;
            default: y=0;
        endcase
    end     
endmodule
```
==> results.sh <==
# physical design summary
export IMPL_postCtsSetupBuffers=0
export IMPL_cts_buffers=3
export IMPL_cts_tree="built"
export IMPL_crit_path_max_incr_delay_ns=0.37
export IMPL_coreArea_um2=3420
export IMPL_final_area_um2=284
export IMPL_p_leak_nw=0.118
export IMPL_top_logic_kind="simple AND/OR/NAND/NOR gates"
export IMPL_peakVddDrop_v=0.000306
export IMPL_postSynthSeqShare=0.754
export IMPL_clk_latency_ns=0.24
export IMPL_synthTopCellsByCount="4 x dfrtp_1, 3 x nor2_1, 2 x and2_1"
export IMPL_cp_required_ns=0.80
export IMPL_critPathSlowestCell="dfrtp_1"
export IMPL_fa_ha_area_frac=0
export IMPL_netlist_area_um2=168
export IMPL_track_usage=0.0137
export IMPL_r2r_end="state[3]"
export IMPL_firstDrtPassIters=2
export IMPL_top_area_frac=0.597
export IMPL_largest_area_cell="dfrtp_1"
export IMPL_hold_viol=0
export IMPL_drive_gt1_frac=0.286
export IMPL_wl_per_cell_um=5.19
export IMPL_relSlewSlack=0.881
export IMPL_reg_top3="state x5"
export IMPL_cts_root_buf="clkbuf_4"
export IMPL_grt_max_degree=6
export IMPL_layout_min_cycle_time_ns=0.900
export IMPL_hold_class="input pin to asynchronous set/reset pin"
export IMPL_ys_cells=13
export IMPL_setup_viol=0
export IMPL_mux_area_frac=0
export IMPL_grt_pass1_vias=124
export IMPL_rows=21
export IMPL_finalClockSkew_ns=0.00301
export IMPL_r2r_setup_slack_ns=0.12
export IMPL_initial_utilization=0.0491
export IMPL_numClockSinks=5
export IMPL_ys_types=7
export IMPL_r2r_start="state[1]"
export IMPL_maxCapViolCount=0
export IMPL_crit_path_start="state[1]"
export IMPL_power_density_nw_per_um2=1750
export IMPL_xor_share=0
export IMPL_via_per_inst=1.70
export IMPL_detail_route_antenna_nets=0
export IMPL_yosys_area_um2=168
export IMPL_synth_main_ff_cell="dfrtp_1"
export IMPL_ios=4
export IMPL_path_clk_slew_ns=0.05
export IMPL_die_w_um=80
export IMPL_grt_overflow_total=0
export IMPL_routed_wl_um=348
export IMPL_reg2reg_depth=2
export IMPL_worst_ep_arrival_time_ns=0.70
export IMPL_drtIter0Drc=9
export IMPL_async_reset_ff_frac=1.00
export IMPL_status="finished clean"
export IMPL_cp_cell_sequence="clkbuf_2"
export IMPL_worst_pin_slew_ns=0.178
export IMPL_worst_path_stages=1
export IMPL_warnings=25
export IMPL_antenna_cells=0
export IMPL_cp_start_kind="flip-flop"
export IMPL_worst_path_max_fanout=2
export IMPL_hold_buffers=0
export IMPL_via_count=114
export IMPL_critPathCaptureType="output port"
export IMPL_die_area_um2=6400
export IMPL_cts_resized=2
export IMPL_antenna_found_initial=0
export IMPL_fmax_mhz=1110
export IMPL_report_final_slew_viol_count=0
export IMPL_place_gp_congestion=0.635
export IMPL_critPathBufInv=1
export IMPL_syn_mean_instance_area_um2=12.9
export IMPL_largest_reg_flops=5
export IMPL_ys_top_cells_by_area="dfrtp_1 60%, dfstp_2 16%, and2_1 7.5%"
export IMPL_setup_tns_final_ns=0
export IMPL_synthCells=13
export IMPL_drc=0
export IMPL_cp_top_family="flip-flops"
export IMPL_grt_setup_unrepaired="false"
export IMPL_fin_crit_sh=0.900
export IMPL_die_h_um=80
export IMPL_aoi_share=0.0522
export IMPL_crit_end="y"
export IMPL_grt_pass1_wl_um=607
export IMPL_synth_flops=5
export IMPL_clockBufferDepth=2
export IMPL_yosys_warnings=1
export IMPL_place_detailed_hpwl_um=267
export IMPL_worstSetupPathType="flip-flop to output port"
export IMPL_simple_gate_area_frac=0.172
export IMPL_edf_count=0
export IMPL_portBuffers=3
export IMPL_max_flop_register="state"
export IMPL_htree_levels=1
export IMPL_synth_top_cell_by_count="dfrtp_1"
export IMPL_syn2layout_area_growth_pct=69.4
export IMPL_placed_area_um2=263
power by group:
group / switching [mW] / total, mW / internal, mW
registers: 0.00742 / 0.228 / 0.221
clock network: 0.0842 / 0.235 / 0.151
logic: 0.0141 / 0.0325 / 0.0184
worst min-delay path by stage:
stage | endpoint | slack, ns | cells past startpoint
6_report | state[1] | 0.16 | 2
5_1_grt | state[2] | 0.18 | 2
4_1_cts | state[1] | 0.17 | 2
routing by layer:
layer	track usage	wire length (µm)	up-vias
met1	0.0154	156	49
met4	0	0	0
li1	-	-	58
met3	0.0261	111	0
met5	0	0	-
met2	0.0104	80	7
through the flow:
step	util	total power, mW	cells	hold slack [ns]	setup slack, ns
finish	0.0832	0.496	67	0.159	0.100
global route	0.0832	0.530	67	0.184	0.0626
CTS	0.0846	0.500	67	0.169	0.0139
detailed placement	0.0769	0.264	63	0.421	0.0153
global placement	0.0769	0.262	63	0.407	0.0125
floorplan	-	0.247	13	-0.0222	0.248
worst register-to-register path: cells and delay by family (launching register included):
family / cells / cell delay [ns]
compound gates: 1 / 0.26
buf+inv: 1 / 0.14
flops: 1 / 0.37
cells by family (layout without fill, tap and decap cells):
logic type             after synthesis  in the layout
AND/OR/NAND/NOR                      6              6
flip-flops                           5              5
AND-OR/OR-AND                        1              1
buffers and inverters                1              9
placed cells by master (no fill, tap or decap):
cell / count
clkdlybuf4s50_1: 2
clkbuf_2: 1
nor2_1: 3
dfstp_2: 1
nor3_1: 1
and2_1: 2
buf_4: 1
inv_1: 1
clkbuf_4: 3
clkbuf_1: 1
dfrtp_1: 4
o31a_1: 1
layout make-up:
type | instances | area, µm²
clock buffer | 4 | 26.3
sequential | 5 | 126
timing repair buffer | 4 | 32.5
inverter | 1 | 3.75
fill | 403 | 3130
tap | 46 | 57.6
multi-input combinational | 7 | 37.5
No activity file was given, so power comes from the tool's default toggle rates.
