==> flow/design.v <==
`timescale 1ns / 1ps
module Moore_1011_Overlap(
    input clk,rst,x,
    output reg y);
    parameter A=3'b000,B=3'b001,C=3'b010,D=3'b011,E=3'b100;
    reg[2:0] state, next_state;
    always @(posedge clk or posedge rst)begin
        if (rst) state<=A;
        else state<=next_state;
    end
    always @(*)begin
        case (state) 
            A:begin 
            if(x) next_state=B;
            else next_state=A;
          end
          B:begin 
            if(x) next_state=B;
            else next_state=C;
          end
          C:begin 
            if(x) next_state=D;
            else next_state=A;
          end
          D:begin 
            if(x) next_state=E;
            else next_state=C;
          end
          E:begin 
            if(x) next_state=B;
            else next_state=C;
          end
         default: next_state=A;
       endcase
    end
    always@ (*) begin
        case(state)
            E: y=1;
            default: y=0;
        endcase
    end     
endmodule
==> flow/run.sh <==
#!/bin/bash
# OpenROAD 26Q1-2900-gdf79404cd8, Yosys 0.63+post, stock flow scripts
make -C /OpenROAD-flow-scripts/flow DESIGN_CONFIG=/design/flow/config.mk WORK_HOME=/design/flow/orfs finish
==> flow/config.mk <==
export PLATFORM = sky130hd
export DESIGN_NAME = Moore_1011_Overlap
export DESIGN_NICKNAME = Moore_1011_Overlap
export VERILOG_FILES = /design/flow/design.v
export SDC_FILE = /design/flow/constraint.sdc
export NUM_CORES = 4
export LEC_CHECK = 1
export CORE_AREA = 10 10 70 70
export DIE_AREA = 0 0 80 80
==> flow/constraint.sdc <==
current_design Moore_1011_Overlap

set clk_period 1.5
set clk_io_pct 0.2

create_clock -name clk0 -period $clk_period [get_ports {clk}]

set non_clock_inputs [all_inputs -no_clocks]
set_input_delay [expr $clk_period * $clk_io_pct] -clock clk0 $non_clock_inputs
set_output_delay [expr $clk_period * $clk_io_pct] -clock clk0 [all_outputs]
==> flow_summary_export.csv <==
group,metric,value,unit
run_status,status,"completed",
die,die_area,6400,um^2
clocking,path_clk_slew,40,ps
setup_path,cp_slowest_cell,"clkdlybuf4s50_1",
synthesis,ys_top_cells_by_count,"dfrtp_1, nor2_1, and2_1",
detailed_routing,antenna_cells,0,
detailed_routing,wl_per_cell,5.64,um
synthesis,flop_cell,"dfrtp_1",
setup_path,worstSetupEndpointType,"output pin",
global_route,met3_usage,1.36,%
global_route,grt_usage,1.32,%
detailed_routing,route.detailed.drc,0,
final_layout,largest_reg_flops,5,
global_route,grt_pass1_vias,142,
hold_path,hp-class,"primary input to asynchronous set/reset pin",
sta,clock-skew-final,0.414,ps
synthesis,yosys_area,168,um^2
clocking,htreeDepth,1,
global_route,grt_pass1_wl,634,um
die,design.core.area,3420,um^2
sta,fin_crit,1400,ps
synthesis,syn_inst,13,
place,place_congestion,0.658,
place,io_buffer_count,3,
clocking,numCtsBuffers,3,
global_route,antenna_found_initial,0,
synthesis,async_reset_ff_share,100,%
setup_path,cp-start-kind,"flip-flop",
setup_path,path_depth,1,
sta,max_clock_freq,712,MHz
job,maxCapViolCount,0,
global_route,grt.overflow.total,0,
sta,worst_slew_pin_slew,220,ps
global_route,met1_usage,1.88,%
synthesis,post_synth.cell_area_avg,12.9,um^2
clocking,cts-resized-gates,0,
pwr,peakVddDrop,314,uV
sta,setup_viol_count_final,0,
setup_path,reg2reg_to,"state[2]",
pwr,powerDensity,1180,nW/um^2
synthesis,ys_cells,13,
setup_path,startpoint,"state[1]",
clocking,post_cts_buffers,0,
synthesis,postSynthSeqShare,75.4,%
synthesis,top_area_share,59.7,%
sta,rsz0062_at_grt,"no",
sta,finalCritPeriodShare,93.6,%
setup_path,critPathArrivalTime,1100,ps
final_layout,reg_top3,"state: 5 flops",
setup_path,reg2reg_slack,710,ps
die,fp_util,4.91,%
detailed_routing,ant_nets,0,
sta,finalSetupTns,0,ps
detailed_routing,wirelength,372,um
final_layout,num-fill-cells,406,
global_route,grtUsageMet2,1.20,%
setup_path,path_class,"flip-flop to output pin",
detailed_routing,drt_iter0_markers,3,
die,fp.dieW,80,um
sta,relSlewSlack,85.2,%
synthesis,edf_count,0,
sta,slew_violations,0,
pwr,power,333,uW
synthesis,synth_top_cell_by_area,"dfrtp_1",
synthesis,yosys_warnings,1,
global_route,grt_max_degree,6,
synthesis,ys_types,7,
clocking,tritoncts,"yes",
die,die_y,80,um
final_layout,largest_register,"state",
setup_path,r2r-start,"state[4]",
pwr,p_leak,0.000111,uW
clocking,cts_buffer_depth,2,
die,ios,4,
final_layout,syn_to_final_growth,67.9,%
setup_path,path_cells,"clkdlybuf4s50_1",
setup_path,endpoint,"y",
setup_path,cp_top_family,"buffers and inverters",
setup_path,crit_path_max_incr_delay,500,ps
detailed_routing,route.vias.total,111,
die,fp-row-count,21,
clocking,clkSinkCount,5,
synthesis,top_cell,"dfrtp_1",
clocking,cts_root_buffer,"clkbuf_4",
final_layout,drive_above_1_share,20.0,%
synthesis,netlist_area,168,um^2
job,warnings,25,
setup_path,cp_num_buf_inv,1,
detailed_routing,vias_per_cell,1.68,
detailed_routing,dr.pass1.iters,3,
synthesis,synthTopCellsByArea,"dfrtp_1, dfstp_2, and2_1",
sta,hold_violations,0,
setup_path,crit_path_max_fanout,3,
clocking,clock_latency,240,ps
synthesis,ys_ff,5,
setup_path,cp.required,1200,ps
clocking,ctsHoldBuffers,0,
setup_path,worstRegToRegCells,2,
global_route,top_usage_layer,"met1",
[report_power, final]
| group | internal, uW | total [uW] | leakage (uW) | switching, uW |
|---|---|---|---|---|
| registers | 148 | 153 | 0.0000654 | 5.32 |
| logic | 12.7 | 24.0 | 0.0000310 | 11.3 |
| clock network | 101 | 156 | 0.0000150 | 55.7 |
[cells in the final DEF (no fill, tap or decap)]
master	n
and2_1	2
nor3_1	1
dfrtp_1	4
inv_1	1
dfstp_2	1
nor2_1	3
clkdlybuf4s50_1	3
o31a_1	1
clkbuf_1	1
clkbuf_4	3
[routing by layer]
metal	part of all wire, %	up-vias
met5	0	-
met4	0	0
met3	13	0
met2	24	8
met1	62	48
li1	-	55
[through the flow]
stage | worst slack [ps] | utilization, % | cells | cell area, um^2 | hold WS (ps)
floorplan | 748 | - | 13 | 168 | 77.8
global placement | 352 | 7.47 | 62 | 255 | 465
detailed placement | 345 | 7.47 | 62 | 255 | 477
CTS | 82.4 | 8.24 | 66 | 282 | 278
global route | 43.1 | 8.24 | 66 | 282 | 286
finish | 96.0 | 8.24 | 66 | 282 | 278
[area by class of cell]
class                      count  area, um^2  area share (%)
clock buffer                   4        26.3            9.33
inverter                       1        3.75            1.33
multi-input combinational      7        37.5            13.3
sequential                     5         126            44.9
tap                           46        57.6            20.4
timing repair buffer           3        30.0            10.7
[how the worst min path moves through the flow]
| stage | slack (ps) | to | from | cells past startpoint |
|---|---|---|---|---|
| after CTS | 280 | state[1] | rst | 2 |
| after global routing | 290 | state[1] | rst | 2 |
| final | 280 | state[1] | rst | 2 |
[cell families after synthesis]
| logic type | count (synthesis) | synth area share [%] |
|---|---|---|
| compound gates | 1 | 5.22 |
| flops | 5 | 75.4 |
| simple gates | 6 | 17.2 |
| buf+inv | 1 | 2.24 |
Power is estimated from default activity; no workload was simulated.
