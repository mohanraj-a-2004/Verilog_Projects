File: ./config.mk
export PLATFORM = sky130hd
export DESIGN_NAME = Melay_1011_NonOverlap
export DESIGN_NICKNAME = Melay_1011_NonOverlap
export VERILOG_FILES = /design/flow/design.v
export SDC_FILE = /design/flow/constraint.sdc
export NUM_CORES = 4
export LEC_CHECK = 1
export CORE_AREA = 10 10 70 70
export DIE_AREA = 0 0 80 80
File: ./constraint.sdc
current_design Melay_1011_NonOverlap

set clk_period 1.0
set clk_io_pct 0.2

create_clock -name clk0 -period $clk_period [get_ports {clk}]

set non_clock_inputs [all_inputs -no_clocks]
set_input_delay [expr $clk_period * $clk_io_pct] -clock clk0 $non_clock_inputs
set_output_delay [expr $clk_period * $clk_io_pct] -clock clk0 [all_outputs]
File: ./design.v
`timescale 1ns / 1ps
module Melay_1011_NonOverlap(
    input clk,rst,x,
    output reg y);
    parameter A=2'b00,B=2'b01,C=2'b10,D=2'b11;
    reg[1:0] state, next_state;
    always @(posedge clk or posedge rst)begin
        if (rst) state<=A;
        else state<=next_state;
    end
    always @(*)begin
        y=0;  
        case (state) 
        A:begin 
            if(x) next_state=B;
            else next_state=A;
          end
          B:begin 
            if(x) next_state=B;
            else next_state=C;
            end
          C:begin 
            if(x) next_state=D;
            else next_state=A;
          end
          D:begin 
            if(x)begin
                 next_state=A;
                 y=1;
                end
            else next_state=C;
            end
         default: next_state=A;
       endcase
    end
endmodule
File: ./run.sh
#!/bin/bash
# OpenROAD 26Q1-2900-gdf79404cd8, Yosys 0.63+post, stock flow scripts
make -C /OpenROAD-flow-scripts/flow DESIGN_CONFIG=/design/flow/config.mk WORK_HOME=/design/flow/orfs finish
==> run summary <==
Item: results of the latest flow run.

- The global route stage reports its total congestion overflow as 0.
- The last timing report of the flow puts the setup violation total at 1.
- The worst register-to-register path begins at state[0].
- The pin slew with the least headroom to its limit is 0.138 ns.
- The chip area estimate from yosys synthesis is 148 sq um.
- The upper clock frequency limit is 0.964 GHz.
- In the final layout, the fill cell count is 405.
- Per the detail_route report, routed wire per instance is 4.85 um.
- Per the summary, power density relative to cell area is 1630 nW/um^2.
- The standby leakage power is 0.109 nW.
- Per the placement log, port buffering inserted 3 buffers.
- Per the final timing report, the hold violations number 0.
- Logged for this run, the post-placement worst setup slack is -0.489 ns.
- The die covers 6400 sq um.
- The largest individual stage delay along the critical path comes from the cell sky130_fd_sc_hd__dfrtp_1.
- The warning tally printed by Yosys for this design is 1.
- According to the floorplan report, the die width is 80 um.
- The residual DRC count is 0.
- Headroom to the max-slew limit came out at 0.908.
- The type of the most critical hold path is input port to asynchronous set/reset pin.
- Setup slack on the critical path of the routed design comes to -0.0369 ns.
- The number of antenna repair diodes is 0.
- The worst-case reg-to-reg setup slack stands at 0.23 ns.
- For this run, the slowest stage of the critical path takes 0.37 ns.
- The count of vias placed by the detailed router is 106.
- The count of clock tree sinks is 4.
- The post-route antenna net violation count is 0.
- The register area is 101 sq um.
- The capturing element type of the critical path is an output port.
- In the setup report, the worst path falls into the class flop to output port.
- The largest vdd supply drop is 209 uV.
- The CTS tree is built.
- For this block, the routed nets add up to 320 um of wire.
- The final weighted congestion recorded by global placement is 0.604.
- The number of flip-flops and latches in the synthesized netlist is 4.
- Buffers inserted to repair hold after CTS numbered 0.
- The number of global-route vias before repair was 120.
- STA classifies the critical path startpoint as a flop.
- The maximum number of pins on one net before global-route repair is 5.
- The largest registers in the layout are state (4).
- The root buffer cell chosen for the clock tree is sky130_fd_sc_hd__clkbuf_4.
- The global-route wire length before repair is 455 um.
- The largest clock skew in the final design is 0.00506 ns.
- The first-iteration detailed-routing DRC count is 4.
- The critical path required time is 0.80 ns.
- The clock period minus final worst setup slack is 1.04 ns.
- The area share of the largest cell type after synthesis is 0.508.
- The OpenROAD warning count is 27.
- Per the layout area report, the combinational gate area comes to 42.5 sq um.
- The commonest cells after synthesis are sky130_fd_sc_hd__dfrtp_1, sky130_fd_sc_hd__nor2_1.
- Setup repair after global routing could not meet its margin everywhere.
- The post-detailed-route via-to-cell ratio is 1.61.
- The HPWL after detailed placement is 254 um.
- The area of the core region is 3420 sq um.
- Ranked by flip-flop count, first place goes to state.
- The synthesized netlist was found by Yosys to have 12 cells.
- On the worst setup and hold paths after CTS, the clock-pin slew comes to 0.04 ns.
- The area growth from synthesis to layout is 82.2%.
- The register with the most flip-flops in the layout has 4 of them.
- For reference, the final report shows the max-slew violation count at 0.
- Averaged over all synthesized cells, the footprint is 12.3 sq um.
- For the worst setup path, the data arrival time is 0.84 ns.
- Buffers added to address setup during post-CTS repair amount to 0.
- The initial antenna violation count is 0.
- The die boundary height is 80 um.
- The maximum fanout count along the critical path is 2.
- The top-level I/O count is 4.
- The first detailed-routing pass took 3 iterations.
- Yosys reported that registers with async set or reset make up 1.00.
- The synthesized design contains 0 enable-type register cells.
- The capturing element of the worst setup path is y.
- The maximum level of the CTS H-tree is 1.
- The cell sequence reported for the critical path is and2_4 > buf_6.
- CTS reports a maximum clock tree buffer depth of 2.
- Logic depth along the worst register-to-register path is recorded as 2.
- The ratio of cells with drive above 1 in the final layout is 0.400.
- The final layout reports a setup TNS of -0.0369 ns.
- The top cell types in the final layout, fill and taps aside, are sky130_fd_sc_hd__nor2_1, sky130_fd_sc_hd__clkbuf_4, sky130_fd_sc_hd__dfrtp_1.
- For this run, the register share of the synthesized area comes to 0.686.
- The final reports fail on setup timing.
- The run finished, with violations left.
- The dominant register cell is sky130_fd_sc_hd__dfrtp_1.
- Row generation in the floorplan step produced 21 rows.
- The global router's overall resource usage is 0.00998.
- The leading area contributor after synthesis is sky130_fd_sc_hd__dfrtp_1.
- The clock latency of the later-clocked register in the worst-skew pair is 0.23 ns.
- Of the available clock period, the critical path in the final layout requires 1.04.
- The share of the core area taken by cells at floorplan is 0.0432.
- The mapped netlist covers 148 sq um.
- The main area contributors are sky130_fd_sc_hd__dfrtp_1, sky130_fd_sc_hd__dfstp_2, sky130_fd_sc_hd__nor2_1, sky130_fd_sc_hd__and2_4, sky130_fd_sc_hd__and2_2.
- The endpoint identified for the worst register-to-register timing path is state[0].
- OpenSTA lists the critical path startpoint as state[3].
- The gate count of the mapped netlist is 12.
- The number of buffers inserted during clock tree synthesis is 3.
- Across the run, the number of max-cap violations was 0.
- In the Yosys stats the netlist draws on 8 distinct library cells.
per-stage QoR:
step	std cells	area (sq um)	hold slack, ns	power [W]	util
CTS	66	269	0.144	0.000453	0.0788
global route	66	269	0.144	0.000475	0.0788
detailed placement	62	243	0.398	0.000226	0.0711
global placement	62	243	0.394	0.000224	0.0711
finish	66	269	0.143	0.000438	0.0788
floorplan	12	148	-0.0346	0.000207	-
report_power, final:
part           switching [W]  internal [W]
Sequential        0.00000693      0.000181
Clock              0.0000656      0.000150
Combinational      0.0000147     0.0000203
layer usage:
layer / global-route usage / share of wire / up-vias / routed length (um)
met5: 0 / 0 / - / 0
met4: 0.00704 / 0.031 / 0 / 10
li1: - / - / 52 / -
met2: 0.0120 / 0.39 / 5 / 126
met3: 0.0148 / 0.19 / 2 / 61
met1: 0.00735 / 0.38 / 47 / 121
worst min-delay path by stage:
stage                 endpoint  depth (start not counted)  from
after global routing  state[1]                          2   rst
after CTS             state[2]                          2   rst
final                 state[1]                          2   rst
area by class of cell:
cell class                      count  area share
Sequential cell                     4       0.377
Tap cell                           46       0.214
Multi-Input combinational cell      7       0.158
Timing Repair Buffer                4       0.140
Clock buffer                        4      0.0977
Inverter                            1      0.0140
critical path, delay by kind of cell, from the launching register on:
kind | cells | cell delay, ns
flip-flops | 1 | 0.37
buffers and inverters | 1 | 0.10
AND/OR/NAND/NOR | 1 | 0.14
kinds of logic after synthesis:
| family | after synthesis | synth area share |
|---|---|---|
| flip-flops | 4 | 0.686 |
| AND-OR/OR-AND | 2 | 0.102 |
| AND/OR/NAND/NOR | 5 | 0.186 |
| buffers and inverters | 1 | 0.0254 |
repair_timing:
action / CTS / global route
hold endpoints to repair: 0 / 0
setup endpoints to repair: 1 / 1
gates resized: 5 / 0
Power is estimated from default activity; no workload was simulated.
